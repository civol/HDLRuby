File: flow/constraint.sdc
current_design adder

set clk_period 5.8
set clk_io_pct 0.2

create_clock -name clk0 -period $clk_period

set non_clock_inputs [all_inputs -no_clocks]
set_input_delay [expr $clk_period * $clk_io_pct] -clock clk0 $non_clock_inputs
set_output_delay [expr $clk_period * $clk_io_pct] -clock clk0 [all_outputs]
File: flow/config.mk
export PLATFORM = sky130hd
export DESIGN_NAME = adder
export DESIGN_NICKNAME = adder
export VERILOG_FILES = /design/flow/design.v
export SDC_FILE = /design/flow/constraint.sdc
export NUM_CORES = 4
export LEC_CHECK = 1
export CORE_AREA = 10 10 70 70
export DIE_AREA = 0 0 80 80
File: flow/design.v
module adder(x,y,s);
    input [7:0]  x,y;
    output[7:0]  s;
    assign s = x + y;
endmodule
File: flow/run.sh
#!/bin/bash
# OpenROAD 26Q1-2900-gdf79404cd8, Yosys 0.63+post, stock flow scripts
make -C /OpenROAD-flow-scripts/flow DESIGN_CONFIG=/design/flow/config.mk WORK_HOME=/design/flow/orfs finish
==> run summary <==
The synthesis and PnR run went through. The flow ran to the end, and the final reports show no timing, DRC or antenna violations. Number of maximum-capacitance constraint violations landed at 0. Gate count of the mapped netlist landed at 42. In the hold report, the worst path ends at s[0]. Number of antenna violations at the first check in global routing landed at 0. Routability-driven placement finished with a final weighted congestion of about 0.70.

Total die size landed at ~6400 um2. Number of endpoints with negative hold slack in the final report landed at 0. The worst setup path is captured at an output port. In the routed layout, each cell is associated on average with a via count of 3.446. Remaining max-slew budget at the tightest pin landed at 0.7410. In the layout the commonest cells are clkdlybuf4s50_1, ha_1, inv_1, a21oi_1, o211ai_1. Per the synthesis report, the AND-OR/OR-AND share of the synthesized area is 0.3736. Global route total overflow landed at 0.

For this design, the CTS-stage hold fixing added 0 buffers. Setup repair after global routing left no endpoint under its margin. After legalization and detailed placement, the total HPWL measured just over 1 mm. Upper clock frequency limit landed at ~0.23 GHz. Number of antenna-violating nets in the routed design landed at 0. Final worst-path cycle share landed at 0.7593. Counting the warning lines in the Yosys log gives 0. The first global-routing pass estimated 1.828 mm of wire. Filler cell count landed at slightly below 400.

Cell row count landed at 21. The report gives the cell count of the worst hold path as 3. Initial core utilization landed at 0.09707. The die is approximately 80 um tall. Per the layout area report, the register area comes to 0 um2. Number of sequential cells in the layout landed at 0.

The detailed router reported a total wirelength of about 1.1 mm. STA reports the tightest min-delay check as being of type input port to output port. Detailed routing inserted a total of between 300 and 400 vias. STA lists the startpoint of the worst hold path as x[0]. Number of remaining DRC errors landed at 0. Pin count of the biggest net entering global routing landed at 7. For the completed layout, the total cell area is recorded as around 630 um2. The final timing report lists a max-slew violation count of 0. Layout cell share with drive strength beyond 1 landed at 0.01515. In this run the power density over the cells is approximately 100 nW/um2.

Number of buffers inserted by post-CTS setup repair landed at 0. STA classifies the critical path startpoint as an input port. Data arrives at the worst endpoint at 3.24 ns.

Per the layout report, the design carries 0 clock buffers. Setup total negative slack on the finished layout was measured at 0 ns. The die is 80 um wide. The share of the Yosys chip area taken by registers is 0.

Per the finish-stage timing summary, setup violations number 0. Layout-stage area growth over the synthesis result landed at 89.81%. The worst VDD IR drop from the latest analysis is ~0.000035 V. For this run, the detailed router's first-pass iteration total came to 2. Antenna diode count landed at 0. Post-place instance area landed at 629.4 um2. Among the non-sequential cells, AND-OR/OR-AND gates take the most area. The via count of the first global-routing pass came to 399. First-iteration detailed-routing DRC count landed at 2.

Clock period minus worst slack landed at between 4 and 5 ns. The script logs the mean routed wire length per placed instance as 9.866 um. Total global-route track usage over all layers is 0.03354.

Critical path data required time landed at between 4 and 5 ns. The report lists the number of cells resized after CTS as 0. Per the placement log, port buffering inserted 24 buffers. Arithmetic-cell share of the synthesized area counting full adders, half adders and majority gates landed at 0.3245.

In this run the standard cell core region covers 3416 um2. The script extracted a total leakage power of between 0.2 and 0.25 nW. Multiplexer share of the synthesized area landed at 0.

The top cell type in the final layout, fill and taps aside, is clkdlybuf4s50_1. Looking at the critical path, the highest net fanout was 3. Number of warning messages in the logs landed at 32. Before any placement, the netlist area is recorded as roughly 330 um2. The worst setup path is of the input port to output port kind. Area fraction in and, or, nand and nor cells after synthesis landed at 0.1396. Post-synth area from yosys stat landed at 331.6 um2.

The gate-level netlist out of Yosys references 23 unique cell types. Of the total synthesized cell area, the portion taken by XOR and XNOR cells is 0.1057. The synth_stat.txt file lists the number of cells as roughly 42. For the pin with the worst max-slew slack, the measured transition is slightly below 0.4 ns. Average cell area after synthesis landed at around 8 um2. Number of ports placed on the die boundary landed at 24.
worst max path at each step:
| stage | from | depth (start not counted) | end |
|---|---|---|---|
| after CTS | y[0] | 8 | s[6] |
| after global routing | y[0] | 8 | s[6] |
| final | y[0] | 8 | s[6] |
final cells by class:
class | count | area, um2 | share of cell area
inverter | 5 | 18.77 | 0.02982
multi-input combinational | 37 | 312.8 | 0.4970
tap | 46 | 57.56 | 0.09145
timing repair buffer | 24 | 240.2 | 0.3817
critical path, cell delays in order:
cell	delay (ns)
clkdlybuf4s50_1	0.40
ha_1	0.23
inv_1	0.08
fa_1	0.26
nor2b_4	0.06
o31a_1	0.25
o311ai_1	0.29
clkdlybuf4s50_1	0.52
report_power, final:
group          internal [W]   total, W  switching (W)
Sequential                0          0              0
Combinational     0.0000402  0.0000617      0.0000215
Clock                     0          0              0
Total             0.0000402  0.0000617      0.0000215
cell families (layout without fill, tap and decap cells):
family	count (synthesis)	in the layout
compound gates	18	18
buf+inv	5	29
simple gates	7	7
xor+xnor	4	4
fa+ha+maj	8	8
layer usage:
metal | vias up | GRT usage | part of all wire
met5 | - | 0 | 0
met3 | 0 | 0.01705 | 0.16
met4 | 0 | 0 | 0
met1 | 161 | 0.04705 | 0.46
li1 | 209 | - | -
met2 | 16 | 0.04735 | 0.38
cells in the mapped netlist (all sizes together):
library cell  count  area share
ha                7        0.26
a21oi             5       0.075
inv               5       0.057
o211ai            3       0.068
nor2b             2       0.060
o21ai             2       0.030
o311ai            2       0.053
xnor2             2       0.053
xor2              2       0.053
a211oi            1       0.023
a21o              1       0.023
a221oi            1       0.026
fa                1       0.060
nand2             1       0.011
nand2b            1       0.019
nor2              1       0.011
nor3              1       0.015
nor3b             1       0.023
o21a              1       0.023
o2bb2ai           1       0.026
o31a              1       0.026
metrics by stage:
stage                     utilization  total power, W  worst slack [ns]  instances  hold slack, ns
after floorplan                     -      0.00002627             2.498         42           2.392
after global placement         0.1842      0.00006254             1.419        112           3.356
after detailed placement       0.1842      0.00006283             1.368        112           3.358
after CTS                      0.1842      0.00006331             1.367        112           3.365
after global routing           0.1842      0.00006930             1.296        112           3.399
final                          0.1842      0.00006171             1.396        112           3.348
Power is estimated from default activity; no workload was simulated.

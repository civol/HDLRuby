`flow/run.sh`:
```
#!/bin/bash
# OpenROAD 26Q1-2900-gdf79404cd8, Yosys 0.63+post, stock flow scripts
make -C /OpenROAD-flow-scripts/flow DESIGN_CONFIG=/design/flow/config.mk WORK_HOME=/design/flow/orfs finish
```
`flow/config.mk`:
```
export PLATFORM = sky130hd
export DESIGN_NAME = adder8
export DESIGN_NICKNAME = adder8
export VERILOG_FILES = /design/flow/design.v
export SDC_FILE = /design/flow/constraint.sdc
export NUM_CORES = 4
export LEC_CHECK = 1
export CORE_AREA = 10 10 70 70
export DIE_AREA = 0 0 80 80
```
`flow/constraint.sdc`:
```
current_design adder8

set clk_period 7.7
set clk_io_pct 0.2

create_clock -name clk0 -period $clk_period

set non_clock_inputs [all_inputs -no_clocks]
set_input_delay [expr $clk_period * $clk_io_pct] -clock clk0 $non_clock_inputs
set_output_delay [expr $clk_period * $clk_io_pct] -clock clk0 [all_outputs]
```
`flow/design.v`:
```
module adder8(x,y,z);
  input[7:0] x,y;
  output[7:0] z;
  assign z = x + y;
endmodule
```
==> impl_table.tex <==
% Auto-generated results table
\begin{tabular}{lr}
\hline
Metric & Value \\
\hline
\multicolumn{2}{l}{\textbf{STA}} \\
\quad Slew of the pin with the lowest slew margin & 0.406 ns \\
\quad Fmax & 0.195 GHz \\
\quad Setup TNS after final layout & 0 ns \\
\quad WHS & 4.11 ns \\
\quad Min Clock Period, post-route & 5.14 ns \\
\quad Setup ws final & 2.56 ns \\
\quad Number of failing setup endpoints in the final timing report & 0 \\
\quad Number of pins with negative max-slew slack in the final report & 0 \\
\quad Post-route fraction of the period consumed by the critical path & 66.7\% \\
\quad RSZ-0062 raised after global routing & false \\
\quad Final Hold Fails & 0 \\
\quad Max-Slew Margin vs Limit & 72.8\% \\
\multicolumn{2}{l}{\textbf{Synthesis}} \\
\quad Cells in synth\_stat.txt & 42 \\
\quad XOR-XNOR Cells, Area Fraction & 10.6\% \\
\quad Yosys-reported design area after synthesis & 332 sq um \\
\quad Count of different cell masters after synthesis & 23 \\
\quad Mean Syn Cell Area & 7.89 sq um \\
\quad Simple-gate area share of the yosys netlist & 14.0\% \\
\quad Area fraction in full adders, half adders and majority gates & 32.5\% \\
\quad AND-OR/OR-AND share of the synthesized area & 37.4\% \\
\quad Synth Cell Area & 332 sq um \\
\quad Part of the Yosys area used for sequential elements & 0\% \\
\quad Multiplexer fraction of the synthesized cell area & 0\% \\
\quad Gate count after technology mapping & 42 \\
\quad Combinational family with the most area after synthesis & AND-OR/OR-AND gates \\
\quad Number of synthesis warnings & 0 \\
\multicolumn{2}{l}{\textbf{Layout}} \\
\quad Share of layout cells above drive strength 1 & 1.52\% \\
\quad Flop count & 0 \\
\quad Final Instance Count excl. Fillers & 112 \\
\quad Sequential cell area & 0 sq um \\
\quad Synthesis-to-finish area growth & 89.8\% \\
\quad Clkbuf count & 0 \\
\multicolumn{2}{l}{\textbf{Power and ir drop}} \\
\quad Leakage component of the power & 0.242 nW \\
\quad Power Dens Cells & 73.8 nW/um\^{}2 \\
\quad VDD IR max & 0.0000225 V \\
\multicolumn{2}{l}{\textbf{GRT}} \\
\quad Maximum number of pins on one net before global-route repair & 7 \\
\quad Vias in the first global route & 405 \\
\quad GRT Resource Usage Total & 3.44\% \\
\quad Overflow left after global routing & 0 \\
\quad First-pass GRT wire length & 1880 um \\
\quad Initial antenna violation count & 0 \\
\multicolumn{2}{l}{\textbf{Drt}} \\
\quad Number of iterations in the first detailed-routing pass & 2 \\
\quad Detail-routed via count per cell & 3.59 \\
\quad Drc violations & 0 \\
\quad Post-detailed-route wirelength per cell & 10.1 um \\
\quad Diodes inserted & 0 \\
\quad Tally of nets with antenna violations remaining after routing & 0 \\
\quad Final wirelength & 1130 um \\
\quad Vias & 402 \\
\quad Starting DRC count in detailed routing & 7 \\
\multicolumn{2}{l}{\textbf{Worst setup path}} \\
\quad Cell mode on critical path & clkdlybuf4s50\_1 \\
\quad Largest stage delay, worst path & 0.52 ns \\
\quad Worst path required time & 6.16 ns \\
\quad Data arrival time at the worst-slack endpoint & 3.60 ns \\
\quad Category of the worst setup path capture point & primary output \\
\quad Type of the worst setup path & primary input to primary output \\
\quad Start point of the critical path & y[0] \\
\quad Slowest cell on the critical path & clkdlybuf4s50\_1 \\
\quad Capturing instance or port of the critical path & z[6] \\
\quad CP Launch Type & primary input \\
\quad Crit path cell chain & clkdlybuf4s50\_1, ha\_1, inv\_1, fa\_1, nor2b\_4, o31a\_1, o311ai\_1, clkdlybuf4s50\_1 \\
\quad Critical path fanouts, max & 3 \\
\multicolumn{2}{l}{\textbf{Die}} \\
\quad Total number of placement rows & 21 \\
\quad Fp util & 9.71\% \\
\quad Die Wd & 80 um \\
\quad Die area & 6400 sq um \\
\quad Die span in y & 80 um \\
\quad Core Box Area & 3420 sq um \\
\quad Total I/O pin count & 24 \\
\multicolumn{2}{l}{\textbf{Status}} \\
\quad Run status & completed \\
\multicolumn{2}{l}{\textbf{Clock tree}} \\
\quad PostCTS Resize Cnt & 0 \\
\quad \# hold bufs at CTS & 0 \\
\quad Post CTS Setup Buffer Count & 0 \\
\multicolumn{2}{l}{\textbf{Placed design}} \\
\quad Cell total after placement & 112 \\
\quad Weighted congestion at the end of routability-driven global placement & 0.675 \\
\quad Setup WS pre-CTS & 2.54 ns \\
\quad HPWL after detailed placement & 1020 um \\
\quad Buffers added on ports & 24 \\
\multicolumn{2}{l}{\textbf{Hold path}} \\
\quad Startpoint of the worst hold path & x[0] \\
\quad Class of the tightest hold or removal check & primary input to primary output \\
\multicolumn{2}{l}{\textbf{Run}} \\
\quad Total of max-cap violations & 0 \\
\quad Warning total across the stage logs & 32 \\
\hline
\end{tabular}
-- metal layers --
layer  global-route usage (%)  vias to the layer above  share of wire (%)
li1                         -                      209                  -
met1                     4.49                      177                 45
met2                     5.14                       16                 40
met3                     1.93                        0                 16
met4                        0                        0                  0
met5                        0                        -                  0
-- cell type report --
class | instances | area [sq um]
timing repair buffer | 24 | 240
tap | 46 | 57.6
inverter | 5 | 18.8
fill | 391 | 2790
multi-input combinational | 37 | 313
-- power by group --
group	internal [mW]	switching, mW	leakage, nW	total [mW]
Combinational	0.0302	0.0163	0.242	0.0464
Sequential	0	0	0	0
Clock	0	0	0	0
Total	0.0302	0.0163	0.242	0.0464
-- through the flow --
step                      utilization, %  total power [mW]  instance area, sq um
after floorplan                        -            0.0198                   332
after global placement              18.4            0.0472                   629
after detailed placement            18.4            0.0473                   629
after CTS                           18.4            0.0479                   629
after global routing                18.4            0.0529                   629
final                               18.4            0.0464                   629
-- worst max-delay path, delay by kind of cell --
kind	cells	cell delay, ns
simple gates	1	0.06
buf+inv	3	0.99
compound gates	2	0.53
fa+ha+maj	2	0.47
-- worst min path at each step --
| stage | endpoint | slack, ns | cells past startpoint |
|---|---|---|---|
| final | z[0] | 4.11 | 3 |
| after global routing | z[0] | 4.16 | 3 |
| after CTS | z[0] | 4.12 | 3 |
-- cells by family after synthesis --
group / count (synthesis)
AND-OR/OR-AND: 18
adder cells (fa/ha/maj): 8
AND/OR/NAND/NOR: 7
buffers and inverters: 5
XOR/XNOR: 4
-- synthesized netlist by cell type --
| cell type | instances | area, sq um |
|---|---|---|
| a211oi_1 | 1 | 7.51 |
| a21o_1 | 1 | 7.51 |
| a21oi_1 | 5 | 25.0 |
| a221oi_1 | 1 | 8.76 |
| fa_1 | 1 | 20.0 |
| ha_1 | 7 | 87.6 |
| inv_1 | 5 | 18.8 |
| nand2_1 | 1 | 3.75 |
| nand2b_1 | 1 | 6.26 |
| nor2_1 | 1 | 3.75 |
| nor2b_1 | 1 | 6.26 |
| nor2b_4 | 1 | 13.8 |
| nor3_1 | 1 | 5.00 |
| nor3b_1 | 1 | 7.51 |
| o211ai_1 | 3 | 22.5 |
| o21a_1 | 1 | 7.51 |
| o21ai_0 | 2 | 10.0 |
| o2bb2ai_1 | 1 | 8.76 |
| o311ai_0 | 1 | 8.76 |
| o311ai_1 | 1 | 8.76 |
| o31a_1 | 1 | 8.76 |
| xnor2_1 | 2 | 17.5 |
| xor2_1 | 2 | 17.5 |
-- cells in the final DEF, fill, tap and decap left out, drive strengths merged, types with 2 or more instances in the layout --
master         instances
o21ai                  2
ha                     7
o211ai                 3
inv                    5
clkdlybuf4s50         24
a21oi                  5
xor2                   2
o311ai                 2
xnor2                  2
nor2b                  2
Power is estimated from default activity; no workload was simulated.
